### flow/design.v
`timescale 1ns / 1ps
module seviyelihafiza(
    input clk,
    input[5:0] adres,
    input yazoku,
    input[7:0] deger,
    output[7:0] sonuc,
    output[1:0] hata_sayisi
 );
    reg [1:0] seviye1_hafiza [1:0];
    reg [2:0] seviye2_hafiza1 [3:0];
    reg [2:0] seviye2_hafiza2 [3:0];
    reg [7:0] hafiza [63:0];
    reg hata_sayisi_next=2'b00;
    reg hata_sayisi_r=2'b00;
    reg hangi_seviyedeyim=2'b01;
    reg hangi_seviyedeyim_next=2'b01;
    reg sonuc_r=7'b0000000;
    integer i;
    reg kontrol_seviye2=3'b000;
    reg kontrol_seviye1=2'b00;
    initial begin
        for(i=0;i<2;i=i+1)begin
            seviye1_hafiza[i]=2'd0;
        end
        for(i=0;i<4;i=i+1)begin
            seviye2_hafiza1[i]=3'd0;
        end
        for(i=0;i<4;i=i+1)begin
            seviye2_hafiza2[i]=3'd0;
        end
        for(i=0;i<64;i=i+1)begin
            hafiza[i]=8'd0;
        end
    end
    always@* begin
        hata_sayisi_next=hata_sayisi_r;
        hangi_seviyedeyim_next=hangi_seviyedeyim;
        if(yazoku==1'b1)begin 
             hafiza[adres]=deger;
        end
        else if(yazoku==1'b0) begin
            if(adres>=32&&hangi_seviyedeyim_next==2'b01)begin 
               if(adres>=32 && adres<40)begin
                    if(seviye1_hafiza[1]!=2'b00)begin
                        hata_sayisi_next=hata_sayisi_next+2'b01;
                        seviye1_hafiza[1]=2'b00;
                    end
               end
               else if(adres>=40 && adres<48)begin
                    if(seviye1_hafiza[1]!=2'b01)begin
                        hata_sayisi_next=hata_sayisi_next+2'b01;
                        seviye1_hafiza[1]=2'b01;
                    end
               end
               else if(adres>=48 && adres<56)begin
                    if(seviye1_hafiza[1]!=2'b10)begin
                        hata_sayisi_next=hata_sayisi_next+2'b01;
                        seviye1_hafiza[1]=2'b10;
                    end
               end
               else if(adres>=56 && adres<64)begin
                    if(seviye1_hafiza[1]!=2'b11)begin
                        hata_sayisi_next=hata_sayisi_next+2'b01;
                        seviye1_hafiza[1]=2'b11;
                    end
               end
                hangi_seviyedeyim_next=hangi_seviyedeyim +2'b01; 
            end
            else if(adres<32&&hangi_seviyedeyim_next==2'b01)begin 
               if(adres>=0 && adres<8)begin
                    if(seviye1_hafiza[0]!=2'b00)begin
                        hata_sayisi_next=hata_sayisi_next+2'b01;
                        seviye1_hafiza[1]=2'b00;
                    end
               end
               else if(adres>=8 && adres<16)begin
                    if(seviye1_hafiza[0]!=2'b01)begin
                        hata_sayisi_next=hata_sayisi_next+2'b01;
                        seviye1_hafiza[1]=2'b01;
                    end
               end
               else if(adres>=16 && adres<24)begin
                    if(seviye1_hafiza[0]!=2'b10)begin
                        hata_sayisi_next=hata_sayisi_next+2'b01;
                        seviye1_hafiza[1]=2'b10;
                    end
               end
               else if(adres>=24 && adres<32)begin
                    if(seviye1_hafiza[0]!=2'b11)begin
                        hata_sayisi_next=hata_sayisi_next+2'b01;
                        seviye1_hafiza[1]=2'b11;
                    end
               end
                 hangi_seviyedeyim_next=hangi_seviyedeyim +2'b01; 
            end
            else if(adres>=32&&hangi_seviyedeyim_next==2'b10)begin 
               if(adres>=32 && adres<40)begin
                    if(seviye2_hafiza2[0]!=adres-32)begin
                        hata_sayisi_next=hata_sayisi_next+2'b01;
                        seviye2_hafiza2[0]=adres-32;
                    end
               end
               else if(adres>=40 && adres<48)begin
                    if(seviye2_hafiza2[1]!=adres-40)begin
                        hata_sayisi_next=hata_sayisi_next+2'b01;
                        seviye2_hafiza2[1]=adres-40;
                    end
               end
               else if(adres>=48 && adres<56)begin
                    if(seviye2_hafiza2[2]!=adres-48)begin
                        hata_sayisi_next=hata_sayisi_next+2'b01;
                        seviye2_hafiza2[2]=adres-48;
                    end
               end
               else if(adres>=56 && adres<64)begin
                    if(seviye2_hafiza2[3]!=adres-56)begin
                        hata_sayisi_next=hata_sayisi_next+2'b01;
                        seviye2_hafiza2[3]=adres-56;
                    end
               end
                hangi_seviyedeyim_next=hangi_seviyedeyim +2'b01; 
            end
            else if(adres<32&&hangi_seviyedeyim_next==2'b10)begin 
               if(adres>=0 && adres<8)begin
                    if(seviye2_hafiza1[0]!=adres)begin
                        hata_sayisi_next=hata_sayisi_next+2'b01;
                        seviye2_hafiza1[0]=adres; 
                    end
               end
               else if(adres>=8 && adres<16)begin
                    if(seviye2_hafiza1[1]!=adres-8)begin
                        hata_sayisi_next=hata_sayisi_next+2'b01;
                        seviye2_hafiza1[1]=adres-8;
                    end
               end
               else if(adres>=16 && adres<24)begin
                    if(seviye2_hafiza1[2]!=adres-16)begin
                        hata_sayisi_next=hata_sayisi_next+2'b01;
                        seviye2_hafiza1[2]=adres-16;
                    end
               end
               else if(adres>=24 && adres<32)begin
                    if(seviye2_hafiza1[3]!=adres-24)begin
                        hata_sayisi_next=hata_sayisi_next+2'b01;
                        seviye2_hafiza1[3]=adres-24;
                    end
               end
                 hangi_seviyedeyim_next=hangi_seviyedeyim +2'b01; 
            end
            else if(hangi_seviyedeyim==2'b11)begin
                sonuc_r=hafiza[adres]; 
                hangi_seviyedeyim_next=2'b01;
            end
        end    
    end
   always@(posedge clk) begin
        hata_sayisi_r <= hata_sayisi_next;
        hangi_seviyedeyim <=hangi_seviyedeyim_next;
    end
    assign hata_sayisi=hata_sayisi_r; 
    assign sonuc=sonuc_r;
endmodule
### flow/run.sh
#!/bin/bash
# OpenROAD 26Q1-2900-gdf79404cd8, Yosys 0.63+post, stock flow scripts
make -C /OpenROAD-flow-scripts/flow DESIGN_CONFIG=/design/flow/config.mk WORK_HOME=/design/flow/orfs finish
### flow/constraint.sdc
current_design seviyelihafiza

set clk_period 1.6
set clk_io_pct 0.2

create_clock -name clk0 -period $clk_period [get_ports {clk}]

set non_clock_inputs [all_inputs -no_clocks]
set_input_delay [expr $clk_period * $clk_io_pct] -clock clk0 $non_clock_inputs
set_output_delay [expr $clk_period * $clk_io_pct] -clock clk0 [all_outputs]
### flow/config.mk
export PLATFORM = sky130hd
export DESIGN_NAME = seviyelihafiza
export DESIGN_NICKNAME = seviyelihafiza
export VERILOG_FILES = /design/flow/design.v
export SDC_FILE = /design/flow/constraint.sdc
export NUM_CORES = 4
export LEC_CHECK = 1
export CORE_UTILIZATION = 40
==> results.yml <==
# synthesis and place-and-route metrics
run_status:
  outcome: "finished clean"
placement:
  hpwl_um: 6710
  place_congestion: 0.952
  dp.cells: 529
  post_dp_cell_area_um2: 3290
  port_buffers: 10
global_routing:
  grtUsageTotal_pct: 25.4
  grt_pass1_vias: 2869
  antenna_found_initial: 0
  grt.overflow.total: 0
  grt_max_degree: 65
  grt_pass1_wl_um: 16400
power:
  p_leak_nw: 1.32
  power_frac_clock_pct: 20.1
  internal_power_w: 0.000520
  swShare_pct: 45.6
  p_comb_share_pct: 58.3
  vdd_drop_max_mv: 0.494
  p_per_area_nw_per_um2: 287
  p_switching_w: 0.000437
  seqPwrFrac_pct: 21.6
sta:
  fin_crit_sh_pct: 90.4
  tightest_slew_ns: 0.918
  finalMaxSlewViolations: 0
  untimed_endpoints: 68
  finalHoldViolCount: 0
  clock_skew_ns: 0.00214
  min_period_ns: 1.45
  rsz0062_at_grt: "false"
  max_freq_ghz: 0.691
  unclocked_regs: 67
  whs_ns: 0.557
  slew-limit-headroom_pct: 38.7
  setup_viol_count_final: 0
critical_path:
  cp-start-kind: "primary input"
  worstSetupEndpoint: "hata_sayisi_r"
  crit_required_ns: 1.52
  reg2reg_from: "hangi_seviyedeyim"
  cp_max_fo: 3
  arrival_ns: 1.37
  reg2reg_to: "hata_sayisi_r"
  startpoint: "adres[4]"
  crit_path_end_kind: "register"
  r2r_setup_slack_ns: 0.54
  crit_type: "in2reg"
  r2r_cells: 3
clocking:
  cts_hold_repair.buffers: 0
  path_clk_slew_ns: 0.03
  numCtsBuffers: 3
  post_cts_resized: 0
  cts-root-buf: "clkbuf_8"
  cts_tree: "built"
  worstSkewPairLatency_ns: 0.21
  clk_path_buf_depth: 2
  postCtsSetupRepairBufs: 0
  htreeDepth: 1
synthesis:
  syn_avg_cell_area_um2: 7.29
  ys_cells: 448
  edf_count: 2
  yosys_warnings: 7
  yosysUniqueCellTypes: 57
  synth_flop_count: 69
  ys_area_um2: 3270
  syn_inst: 448
  async_flop_share_pct: 0
  syn_area_um2: 3270
  flop_cell: "dlxtn_1"
drt:
  drtIter0Drc: 396
  highest_layer: "met4"
  first_pass_iters: 5
  viasPerCell: 6.10
  drcViolationCount: 0
  drt-total-wl_um: 10200
  n_antenna_cell: 0
  dr_wl_met3_um: 860
  ant_nets: 0
  routedWlPerCell_um: 19.2
  wl_met2_um: 4510
  met1Wirelength_um: 4560
  vias: 3244
flow_run:
  log.warning_count: 32
  max-cap-violations: 0
floorplanning:
  core_um2: 7810
  ios: 26
  rows: 32
  dieArea_um2: 8530
  dieHeight_um: 92.4
  die_x_um: 92.4
  fp_util_pct: 41.8
cells_and_area:
  final_cells: 532
  syn_to_final_growth_pct: 2.07
  finish.instance_area_um2: 3330
  layout-drive-gt1-share_pct: 6.28
min_path:
  hp-class: "reg2reg"
  holdCritStartpoint: "hata_sayisi_r"
cells in the final DEF, fill, tap and decap left out, types with 8 or more instances in the layout:
master	n
and3_1	16
buf_4	13
a21oi_1	16
conb_1	9
nand4_1	12
nor3_1	11
nand3_1	25
o31ai_1	8
nor2_1	29
inv_1	8
dlxtn_1	67
nand2_1	59
nor2b_1	15
a32oi_1	8
nand2b_1	12
o21ai_0	30
clkdlybuf4s50_1	8
cell usage after synthesis, drive strengths merged, types with 3 or more instances:
| cell type | count | area, um^2 |
|---|---|---|
| and3 | 16 | 100 |
| o21ai | 31 | 155 |
| clkbuf | 12 | 45.0 |
| nand2 | 59 | 221 |
| and2 | 7 | 46.3 |
| nand2b | 12 | 75.1 |
| dlxtn | 67 | 1010 |
| nor2 | 29 | 109 |
| mux2i | 4 | 40.0 |
| o22ai | 5 | 31.3 |
| a22oi | 4 | 30.0 |
| xnor2 | 4 | 35.0 |
| nor4bb | 3 | 30.0 |
| a211oi | 5 | 37.5 |
| nand4 | 12 | 75.1 |
| nand3 | 25 | 125 |
| a21oi | 16 | 80.1 |
| inv | 8 | 30.0 |
| a32oi | 8 | 70.1 |
| o31ai | 8 | 60.1 |
| o211ai | 3 | 22.5 |
| nand3b | 4 | 30.0 |
| buf | 39 | 270 |
| a31oi | 3 | 18.8 |
| nor2b | 15 | 93.8 |
| mux2 | 4 | 45.0 |
| nor3 | 11 | 55.1 |
critical path, cell delays in order:
cell,delay (ns)
clkdlybuf4s50_1,0.49
nor2_1,0.11
a221o_1,0.37
inv_1,0.07
cell families after synthesis:
kind of cell    Yosys count  synth area share (%)
simple gates            204                  32.1
buf+inv                  59                  10.6
mux                       8                  2.60
compound gates          102                  20.8
flops                     2                  1.84
xor+xnor                  4                  1.07
other cells               2                 0.230
latches                  67                  30.9
per-layer routing:
layer / GRT usage, % / up-vias
met5: 0 / -
met4: 7.68 / 0
met3: 4.43 / 23
met2: 36.0 / 152
met1: 40.2 / 1529
li1: - / 1540
stage by stage:
stage	setup TNS (ns)	total power [W]	util, %	setup WS, ns
2_1_floorplan	0	0.000603	-	0.159
3_3_place_gp	-0.0644	0.000754	42.2	-0.0644
3_5_place_dp	-0.0548	0.000750	42.2	-0.0548
4_1_cts	0	0.000951	42.7	0.148
5_1_grt	0	0.00102	42.7	0.115
6_report	0	0.000957	42.7	0.153
final cells by class:
class | instances | area [um^2]
Sequential cell | 69 | 1070
Multi-Input combinational cell | 327 | 1880
Inverter | 8 | 30.0
Fill cell | 811 | 4470
Clock buffer | 3 | 41.3
Tap cell | 102 | 128
Timing Repair Buffer | 23 | 188
worst min-delay path by stage:
stage	endpoint	slack, ns	cells past startpoint
final	hata_sayisi_r	0.56	1
after global routing	hata_sayisi_r	0.59	1
after CTS	hangi_seviyedeyim	0.56	1
power by group through the flow:
stage     logic (W)  registers [W]  clock network [W]
4_1_cts    0.000546       0.000206           0.000199
5_1_grt    0.000607       0.000214           0.000203
6_report   0.000558       0.000206           0.000192
flip-flops by register name, summed over array words and instances, names as in the netlist:
name / cells
hafiza: 64
seviye1_hafiza: 2
hangi_seviyedeyim: 1
hata_sayisi_r: 1
sonuc_r: 1
Power figures rest on the tool's default switching activity, not on a simulated workload.
